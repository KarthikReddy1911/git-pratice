<file path="config.mk">
export PLATFORM = sky130hd
export DESIGN_NAME = sipo_register
export DESIGN_NICKNAME = sipo_register
export VERILOG_FILES = /design/flow/design.v
export SDC_FILE = /design/flow/constraint.sdc
export NUM_CORES = 4
export LEC_CHECK = 1
export CORE_AREA = 10 10 103 103
export DIE_AREA = 0 0 113 113
</file>
<file path="constraint.sdc">
current_design sipo_register

set clk_period 2.4
set clk_io_pct 0.2

create_clock -name clk0 -period $clk_period [get_ports {clk}]

set non_clock_inputs [all_inputs -no_clocks]
set_input_delay [expr $clk_period * $clk_io_pct] -clock clk0 $non_clock_inputs
set_output_delay [expr $clk_period * $clk_io_pct] -clock clk0 [all_outputs]
</file>
<file path="design.v">
module sipo_register # (parameter WIDTH = 8) (
  input clk,rst,serial_in,en,
  output  reg [WIDTH:0] sum_out 
);
  reg [WIDTH:0] tmp;
   bit[4:0] i;
  always @(posedge clk or posedge rst) begin 
    if(rst)
      begin
        tmp <= 9'b0;i<=0;
      end
    else if(en && i<WIDTH+1)  begin
      tmp     <= tmp>>1;
      tmp[WIDTH]   <= serial_in;
      i <= i+1;
    end
    else
      sum_out = tmp;
  end
endmodule
</file>
<file path="run.sh">
#!/bin/bash
# OpenROAD 26Q1-2900-gdf79404cd8, Yosys 0.63+post, stock flow scripts
make -C /OpenROAD-flow-scripts/flow DESIGN_CONFIG=/design/flow/config.mk WORK_HOME=/design/flow/orfs finish
</file>
==> notes.md <==
run results: Req. time, crit path 1.92 ns, weighted congestion at the end of routability-driven global placement 0.705, total via count after detailed routing 446, antenna violations before repair 0, r2r setup slk 1.00 ns, cells on worst reg2reg path 3, Crit. End Element primary output, family with the most delay on the worst path buffers and inverters, Critical Path Source Type register, placeable core region 0.00830 mm², share of final-layout standard cells stronger than drive strength 1 28.1%, post-synthesis share of cell area spent on and, or, nand and nor gates 3.68%, Filler Cells Inserted 905, fp_density 10.2%, IR drop worst, VDD 0.000547 V, number of hold violations in the final report 0, Post-synth mux share 11.9%, number of max-slew violations in the final report 0, compound-cell area share of the yosys netlist 8.54%, Stages on worst setup path 1, Crit Reg-Reg Endpoint tmp[8]$_DFFE_PP0P_, chip area estimate from yosys synthesis 850 µm², worst endpoint data arrival time 1.09 ns, Worst Min Path Start i[4]$_DFFE_PP0P_, row count 33, ratio of routed vias to standard cells 2.64, Netlist Area Pre-Place 850 µm², CTS tree yes, Avg WL per Cell 8.84 µm, period utilisation layout 65.6%, time the worst path needs with I/O delays and setup 1.57 ns, mean post-synth cell area 17.7 µm², prevailing logic family in the synthesized netlist multiplexers, I/O pin count 13, ordered cell list for the critical path clkdlybuf4s50_1, critical path's largest stage delay 0.50 ns, Highest Clock Rate 0.635 GHz, WL final 1.49 mm, total clock sinks 23, number of distinct library cells after synthesis 17, number of port buffers 12, ys flops 23, worst-path cell with the longest stage delay clkdlybuf4s50_1, Maximum Capacitance Violations 0, post-synthesis instance total 48, endpoint with the worst hold slack i[4]$_DFFE_PP0P_, via count of the first global-routing pass 437, Max Root-Sink Buffers 2, Clock Skew 0.00268 ns, leakage component of the power 0.427 nW, number of buffers created by CTS 3, die x size 113 µm, tool warning count 25, final setup violation count 0, clock root buffer clkbuf_8, number of cells in the yosys synthesis report 48, setup repair after global routing missed its margin false, GRT Resource Usage Total 2.21%, largest net degree at the start of global routing 15, Remaining DRCs 0, Setup Total Neg Slack 0 ns, WHS Path Cells 0, relative slew slack 65.3%, DR pass1 iterations 4, Antenna Diode Count 0, outcome finished clean, total of cells resized after clock tree synthesis 0, wire length of the first global-routing pass 2.31 mm, DIE AREA 0.0128 mm², share of the synthesized netlist area taken by xor and xnor gates 0%, CTS clock-pin slew for the worst setup and hold paths 0.08 ns, level count of the clock H-tree 1, post-layout power 1.31 mW, critical path fanouts, max 1, cts-stage hold buffer count 0, number of DRC markers after the initial detailed-route iteration 54, adder-cell share of the synthesized area 1.47%, Chip Height 113 µm, sequential cell area fraction in the yosys report 73.0%, antenna violation net count after detailed routing 0, worst r2r src i[0]$_DFFE_PP0P_, half-perimeter wire length after placement 1.13 mm, P per Cell Area 1140 mW/mm², worst slew pin tran 0.520 ns, Post-CTS Setup Repair Bufs 0, Area Growth Syn to Fin 35.5%, total grt overflow 0, Critical path buffers and inverters 1, later-pin clock latency in the skew report 0.26 ns, type of the worst setup path reg -> out, type of the most critical hold path reg -> reg, count of warnings emitted by yosys 1
==> state kept, by name, summed over array words and instances, names as in the netlist <==
| signal | flops |
|---|---|
| tmp | 9 |
| i | 5 |
| sum_out | 9 |
==> power by group <==
part,switching (mW),leakage [nW],internal (mW)
clock,0.119,0.0255,0.116
combinational,0.121,0.149,0.230
sequential,0.122,0.253,0.602
total,0.362,0.427,0.948
==> routing by layer <==
metal / vias to the layer above / global-route usage, % / routed length (µm)
met2: 10 / 3.03 / 653
met5: - / 0 / 0
li1: 213 / - / -
met1: 223 / 3.25 / 767
met4: 0 / 0.169 / 0
met3: 0 / 0.962 / 73
==> layout make-up <==
type	instances	area [µm²]	area share, %
clock buffers	3	41.3	3.59
multi-input cells	22	218	18.9
well taps	105	131	11.4
repair buffers	13	128	11.1
flip-flops and latches	23	621	53.9
inverters	2	7.51	0.652
clock inverters	1	5.00	0.435
==> cells in the mapped netlist <==
cell type | n | share of area, %
or3b_2 | 1 | 1.0
and2b_1 | 1 | 0.88
o31ai_4 | 1 | 2.5
a21oi_1 | 1 | 0.59
o21ai_0 | 2 | 1.2
nand2_4 | 1 | 1.3
a32o_1 | 1 | 1.2
clkbuf_1 | 1 | 0.44
nand2_1 | 1 | 0.44
dfrtp_1 | 14 | 41
a41oi_1 | 1 | 1.0
inv_1 | 2 | 0.88
mux2_2 | 9 | 12
a41o_2 | 1 | 1.3
ha_1 | 1 | 1.5
edfxtp_1 | 9 | 32
a31oi_1 | 1 | 0.74
==> how the worst max path moves through the flow <==
stage | end | start
CTS | sum_out[3] | sum_out[3]$_DFFE_PP_
global route | sum_out[3] | sum_out[3]$_DFFE_PP_
finish | sum_out[1] | sum_out[1]$_DFFE_PP_
==> stage by stage <==
| stage | cell area, µm² | hold WS [ns] | instances | worst slack [ns] | util, % |
|---|---|---|---|---|---|
| after floorplan | 850 | 0.369 | 48 | 0.788 | - |
| after global placement | 1100 | 0.374 | 165 | 0.593 | 13.3 |
| after detailed placement | 1100 | 0.378 | 165 | 0.576 | 13.3 |
| after CTS | 1150 | 0.396 | 169 | 0.812 | 13.9 |
| after global routing | 1150 | 0.416 | 169 | 0.771 | 13.9 |
| final | 1150 | 0.391 | 169 | 0.826 | 13.9 |
==> layout by cell type, fill, tap and decap left out <==
cell type and instances:
dfrtp_1 14, clkdlybuf4s50_1 12, mux2_2 9, edfxtp_1 9
clkbuf_8 3, o21ai_0 2, inv_1 2, o31ai_4 1
and2b_1 1, nand2_4 1, or3b_2 1, nand2_1 1
a32o_1 1, a31oi_1 1, a41oi_1 1, a41o_2 1
a21oi_1 1, ha_1 1, clkinv_2 1, buf_4 1
==> logic make-up after synthesis <==
family                   after synthesis
AND-OR/OR-AND                          8
adder cells (fa/ha/maj)                1
buffers and inverters                  3
flip-flops                            23
multiplexers                           9
AND/OR/NAND/NOR                        4
Power and IR drop assume default switching activity.
