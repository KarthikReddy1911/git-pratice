==> /design/flow/design.v <==
module adder_t11b (co, sum, a, b, ci);
output co;
output [3:0] sum;
input [3:0] a, b;
input ci;
reg co;
reg [3:0] sum;
reg [4:0] tmp;
always @(a or b or ci) begin
tmp = a + b + ci;
{co, sum} = #12 tmp;
end
endmodule
==> /design/flow/run.sh <==
#!/bin/bash
# OpenROAD 26Q1-2900-gdf79404cd8, Yosys 0.63+post, stock flow scripts
make -C /OpenROAD-flow-scripts/flow DESIGN_CONFIG=/design/flow/config.mk WORK_HOME=/design/flow/orfs finish
==> /design/flow/config.mk <==
export PLATFORM = sky130hd
export DESIGN_NAME = adder_t11b
export DESIGN_NICKNAME = adder_t11b
export VERILOG_FILES = /design/flow/design.v
export SDC_FILE = /design/flow/constraint.sdc
export NUM_CORES = 4
export LEC_CHECK = 1
export CORE_AREA = 10 10 70 70
export DIE_AREA = 0 0 80 80
==> /design/flow/constraint.sdc <==
current_design adder_t11b

set clk_period 5.0
set clk_io_pct 0.2

create_clock -name clk0 -period $clk_period

set non_clock_inputs [all_inputs -no_clocks]
set_input_delay [expr $clk_period * $clk_io_pct] -clock clk0 $non_clock_inputs
set_output_delay [expr $clk_period * $clk_io_pct] -clock clk0 [all_outputs]
==> flow_metrics.py <==
# Physical implementation metrics
metrics = {
    "clock_network": {
        "cts_resized": 0,
        "postCtsSetupBuffers": 0,
        "cts.hold.buffers_added": 0,
    },
    "place": {
        "hpwl_um": 484,
        "routabilityCongestion": 0.770,
        "dp_cells": 76,
        "port_buffers": 14,
        "dp_slack_ns": 1.10,
    },
    "yosys": {
        "postSynthAreaPerCell_um2": 8.99,
        "netlist_top_cells_count": "4 x inv_1, 3 x ha_1, 2 x fa_1, 2 x xnor2_1",
        "yosysSeqAreaShare": 0,
        "synth.largest_area_cell": "fa_1",
        "synth_chip_area_um2": 144,
        "syn-cell-area_um2": 144,
        "ys_types": 9,
        "top_area_frac": 0.278,
        "yosys-stat-cells": 16,
        "synth.most_common_cell": "inv_1",
        "yosys_warnings": 1,
        "top_cells_by_area": "fa_1 28%, ha_1 26%, xnor2_1 12%, inv_1 10%, a21oi_2 6.1%",
        "syn_inst": 16,
    },
    "floorplanning": {
        "ios": 14,
        "die_x_um": 80,
        "die_h_um": 80,
        "coreArea_um2": 3420,
        "die_area_um2": 6400,
        "rows": 21,
        "fp_util": 0.0421,
    },
    "route": {
        "wl_um": 507,
        "dr.first_iter.drc_count": 0,
        "drt_pre_antenna_iters": 1,
        "n_antenna_cell": 0,
        "avgViaCountPerCell": 2.00,
        "drc": 0,
        "wl_per_cell_um": 6.67,
        "vias": 152,
        "final_antenna_net_count": 0,
    },
    "power": {
        "ir_worst_vdd_mv": 0.0103,
        "p_leak_nw": 0.135,
        "powerDensity_nw_per_um2": 99.9,
    },
    "finish": {
        "drive_above_1_share": 0.0333,
        "flops": 0,
        "syn_to_final_growth_pct": 137,
        "nClkBuffers": 0,
        "seqCellArea_um2": 0,
        "fin_cells": 76,
        "fillers": 399,
    },
    "flow_run": {
        "tool_warnings": 35,
        "cap_violations": 0,
    },
    "worst_setup_path": {
        "cpMaxStageDelayCell": "clkdlybuf4s50_1",
        "start_kind": "input port",
        "cp_cell_sequence": "clkdlybuf4s50_1 -> fa_1 -> inv_1 -> fa_1 -> inv_1 -> clkdlybuf4s50_1",
        "cp.buffers_inverters": 4,
        "critPathMaxFanout": 2,
        "critPathCaptureType": "output port",
        "critPathLaunch": "a[0]",
        "cp-endpoint": "sum[1]",
        "critical_path_class": "in -> out",
        "critical_path_depth": 6,
        "worstPathRequired_ns": 4.00,
        "slowest_delay_ns": 0.46,
        "path_delay_family": "buffers and inverters",
        "arrival_ns": 2.88,
    },
    "grt": {
        "grt_pass1_wl_um": 793,
        "grt_pass1_vias": 156,
        "grt_use_total": 0.0157,
        "grt.overflow.total": 0,
        "grt_max_degree": 4,
        "antenna_found_initial": 0,
    },
    "sta": {
        "setup_tns_ns": 0,
        "tightestPinTransition_ns": 0.145,
        "finalCriticalPeriod_ns": 3.88,
        "setup_ws_ns": 1.12,
        "hold_ws_ns": 3.08,
        "final_max_slew_viol_count": 0,
        "hold_violations": 0,
        "finalClockPeriodUsage": 0.775,
        "maxSlewHeadroom": 0.902,
        "max_clock_freq_ghz": 0.258,
        "setup_viol": 0,
        "rsz0062_at_grt": "no",
    },
    "outcome": {
        "status": "finished, final reports clean",
    },
    "hold_path": {
        "hold_path.class": "in -> out",
    },
}
==> layout make-up <==
type	instances	area, um^2	share of cell area
tap	46	57.6	0.168
multi-input combinational	12	129	0.377
inverter	4	15.0	0.0440
timing repair buffer	14	140	0.410
==> through the flow <==
step,util,total power [mW],area (um^2)
after floorplan,-,0.0107,144
after global placement,0.100,0.0348,342
after detailed placement,0.100,0.0349,342
after CTS,0.100,0.0351,342
after global routing,0.100,0.0388,342
final,0.100,0.0341,342
==> placed cells by master, fill, tap and decap left out <==
cell             netlist  layout
a21o_1                 1       1
xnor2_1                2       2
ha_1                   3       3
a21oi_2                1       1
o21ai_0                1       1
nand2b_1               1       1
fa_1                   2       2
nor2b_1                1       1
clkdlybuf4s50_1        0      14
inv_1                  4       4
==> report_power, final <==
group          internal, mW  switching, mW
Combinational        0.0244        0.00974
Sequential                0              0
Clock                     0              0
Total                0.0244        0.00974
==> worst min path at each step <==
stage         depth (start not counted)  startpoint  slack, ns  endpoint
CTS                                   4        b[3]       3.08    sum[3]
global route                          3          ci       3.11    sum[0]
finish                                4        b[3]       3.08    sum[3]
==> cells by family (layout without fill, tap and decap cells) <==
| logic type | count (synthesis) | after routing | share of synthesized area |
|---|---|---|---|
| buffers and inverters | 4 | 18 | 0.104 |
| XOR/XNOR | 2 | 2 | 0.122 |
| adder cells (fa/ha/maj) | 5 | 5 | 0.539 |
| AND-OR/OR-AND | 3 | 3 | 0.148 |
| AND/OR/NAND/NOR | 2 | 2 | 0.0870 |
==> metal layers <==
| layer | routed length, um | global-route usage | vias up |
|---|---|---|---|
| met2 | 146 | 0.0177 | 12 |
| li1 | - | - | 78 |
| met5 | 0 | 0 | - |
| met3 | 162 | 0.0170 | 0 |
| met1 | 198 | 0.0205 | 62 |
| met4 | 0 | 0 | 0 |
Power is estimated from default activity; no workload was simulated.
